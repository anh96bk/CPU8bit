===== /design/flow/design.v =====
module instruction_register (
  input wire [23:0] in,
  input wire clk,
  input wire enable,
  output reg [23:0] instruction
);
initial
begin
	instruction = 0;
end
  always @(posedge clk) 
  begin
	if (enable)
		instruction <= in;
  end
endmodule

===== /design/flow/run.sh =====
#!/bin/bash
# OpenROAD 26Q1-2900-gdf79404cd8, Yosys 0.63+post, stock flow scripts
make -C /OpenROAD-flow-scripts/flow DESIGN_CONFIG=/design/flow/config.mk WORK_HOME=/design/flow/orfs finish

===== /design/flow/config.mk =====
export PLATFORM = sky130hd
export DESIGN_NAME = instruction_register
export DESIGN_NICKNAME = instruction_register
export VERILOG_FILES = /design/flow/design.v
export SDC_FILE = /design/flow/constraint.sdc
export NUM_CORES = 4
export LEC_CHECK = 1
export CORE_AREA = 10 10 95 95
export DIE_AREA = 0 0 105 105

===== /design/flow/constraint.sdc =====
current_design instruction_register

set clk_period 1.0
set clk_io_pct 0.2

create_clock -name clk0 -period $clk_period [get_ports {clk}]

set non_clock_inputs [all_inputs -no_clocks]
set_input_delay [expr $clk_period * $clk_io_pct] -clock clk0 $non_clock_inputs
set_output_delay [expr $clk_period * $clk_io_pct] -clock clk0 [all_outputs]

==> Flow_metrics.wiki <==
== Flow metrics ==
{| class="wikitable"
! Metric !! Value
|-
| Total cell area reported by yosys after synthesis || 721 µm²
|-
| Post-layout worst setup margin || 0.0309 ns
|-
| Post-CTS setup buffer count || 0
|-
| Layout cell share with drive strength beyond 1 || 37.2%
|-
| Register name with the most flops || instruction
|-
| Number of synthesized register bits || 24
|-
| YS warnings || 1
|-
| EDFF count, synth || 24
|-
| Top cell types by occurrence after synthesis || edfxtp_1
|-
| Gr usage total || 3.59%
|-
| Type of the worst setup path || flop to primary output
|-
| Top area contributor share || 100%
|-
| Detailed Route WL || 2060 µm
|-
| DRC violations left || 0
|-
| Wire length per cell after detailed routing || 11.9 µm
|-
| Chip area || 0.0110 mm²
|-
| Worst Setup Slack post-DPL || -0.215 ns
|-
| Number of buffers created by CTS || 3
|-
| Hold_ws || 0.489 ns
|-
| CP startpoint kind || flop
|-
| Gate family responsible for the most delay along the worst path || flip-flops
|-
| Final max-slew violation count || 0
|-
| Synthesized instance count || 24
|-
| Warning total across the stage logs || 26
|-
| Mean instance size in the synthesized netlist || 30.0 µm²
|-
| Tally of buffers added on design ports || 49
|-
| Die height || 105 µm
|-
| Leak || 0.463 nW
|-
| Type of the most critical hold path || input pin to flop
|-
| Worst slew pin tran || 0.141 ns
|-
| Setup violations, final || 0
|-
| Layout-stage area growth over the synthesis result || 77.6%
|-
| Post-synthesis async set-or-reset flop share || 0%
|-
| Largest register FFs || 24
|-
| Largest area contributor in the synthesized netlist || edfxtp_1
|-
| Yosys Instances || 24
|-
| Count of maximum capacitance violations || 0
|-
| Library cell contributing the largest single delay on the critical path || edfxtp_1
|-
| Cells traversed along the worst timing path || buf_2
|-
| Endpoint class of the critical path || primary output
|-
| H-tree levels || 1
|-
| Number of failing hold endpoints at the final stage || 0
|-
| Congestion Overflow GR || 0
|-
| Via density per instance || 2.38
|-
| Run status || complete, no violations
|-
| Hold buffers post-CTS || 0
|-
| Slowest cell delay on critical path || 0.38 ns
|-
| Global placer's final weighted congestion || 0.634
|-
| Final period util || a little over nine tenths
|-
| Seq/Total Area, Yosys || 100%
|-
| Starting utilization of the core area || 10.4%
|-
| Slew margin rel. || 90.5%
|-
| Inst Count DP || 171
|-
| Ratio of total power to cell area || 1530 mW/mm²
|-
| Largest registers || instruction: 24 flops
|-
| N_diodes || 0
|-
| Summed instance area of the synthesized netlist || slightly above 700 µm²
|-
| FMAX || just over 1 GHz
|-
| Number of global-route vias before repair || 461
|-
| Floorplan Core Area || 0.00691 mm²
|-
| Cell at the root of the clock tree || clkbuf_8
|-
| Total number of clock tree sinks || 24
|-
| Count of nets left with antenna violations after detail routing || 0
|-
| Peak VDD IR || 0.375 mV
|-
| Global-route wire length before repair || just under 3000 µm
|-
| Cell with the most instances after synthesis || edfxtp_1
|-
| Req. time, crit path || 0.80 ns
|-
| Largest fanout on the critical path || 1
|-
| Number of antenna violations at the first check in global routing || 0
|-
| Unrepaired setup endpoints after global routing || yes
|-
| Standard-cell rows || 30
|-
| Minimum clock period || a little under 1 ns
|-
| Clk buf depth || 2
|-
| Multi-input logic cell count || 0
|-
| Maximum number of pins on one net before global-route repair || 18
|-
| Leading register cell type out of synthesis || edfxtp_1
|-
| Clock-pin slew on the worst setup and hold paths || ~0.080 ns
|-
| Count of unique library cells instantiated by Yosys || 1
|-
| Worst path buffer plus inverter count || 1
|-
| Chip width || between 100 and 150 µm
|-
| TritonCTS clock tree || done
|-
| Logic area || 0 µm²
|-
| Count of placed standard cells in the final layout, fillers left out || 174
|-
| I/O pins || 50
|-
| Largest cells by area after synthesis || edfxtp_1
|-
| Vias || 414
|-
| Arrival time reported for the critical path endpoint || 0.77 ns
|-
| Initial detailed-routing violation count || 10
|-
| Length of the first detailed-routing pass in iterations || 3
|}
[final timing paths]
path | to | cells past startpoint | startpoint
max | instruction[21] | 1 | instruction[21]
min | instruction[0] | 1 | in[0]
[final cells by class]
type	instances	area (µm²)
Fill cell	761	5630
Sequential cell	24	721
Timing Repair Buffer	51	398
Tap cell	96	120
Clock buffer	3	41.3
[metrics by stage]
| stage | instance area, µm² | setup TNS, ns | utilization, % | total power, mW |
|---|---|---|---|---|
| 2_1_floorplan | 721 | 0 | - | 1.22 |
| 3_3_place_gp | 1360 | -5.16 | 19.7 | 1.50 |
| 3_5_place_dp | 1360 | -5.13 | 19.7 | 1.50 |
| 4_1_cts | 1280 | 0 | 18.5 | 2.00 |
| 5_1_grt | 1280 | -0.0657 | 18.5 | 2.07 |
| 6_report | 1280 | 0 | 18.5 | 1.96 |
[power by group]
group / switching, mW / total [mW] / internal [mW]
Combinational: 0.0471 / 0.188 / 0.141
Clock: 0.294 / 0.563 / 0.269
Sequential: 0.0156 / 1.21 / 1.19
[what timing repair did]
| action | CTS | global route |
|---|---|---|
| endpoints found under the setup margin | 24 | 7 |
| endpoints found under the hold margin | 0 | 0 |
| resized | 77 | 0 |
[cells in the final DEF, fill, tap and decap left out]
master and n:
edfxtp_1 24, clkbuf_8 3, buf_4 1, clkdlybuf4s50_1 25, buf_12 1, buf_2 24
[cells by family after synthesis]
family and synth area share [%]:
flip-flops 100
[layer usage]
layer	global-route usage (%)	vias up	share of wire, %
met5	0	-	0
met1	4.08	181	38
met2	5.25	28	45
met4	0.588	0	0
li1	-	205	-
met3	2.92	0	16
Power is estimated from default activity; no workload was simulated.
