==> config.mk <==
export PLATFORM = sky130hd
export DESIGN_NAME = alu
export DESIGN_NICKNAME = alu
export VERILOG_FILES = /design/flow/design.v
export SDC_FILE = /design/flow/constraint.sdc
export NUM_CORES = 4
export LEC_CHECK = 1
export CORE_UTILIZATION = 30
==> constraint.sdc <==
current_design alu

set clk_period 5.4
set clk_io_pct 0.2

create_clock -name clk0 -period $clk_period [get_ports {clk}]

set non_clock_inputs [all_inputs -no_clocks]
set_input_delay [expr $clk_period * $clk_io_pct] -clock clk0 $non_clock_inputs
set_output_delay [expr $clk_period * $clk_io_pct] -clock clk0 [all_outputs]
==> design.v <==
module alu  (
  input wire enable_alu,
  input wire clk,
  input wire [3:0] opcode,
  input wire [7:0] in_a,
  input wire [7:0] in_b,
  input wire [7:0] shamp,
  output reg [7:0] alu_out,
  output reg flag_zero,
  output reg flag_carry
);
  localparam [3:0] ALU_ADD = 4'b0000,
						ALU_ADC = 4'b0001,
						ALU_SUB = 4'b0010,
						ALU_ADDI = 4'b0011,
						ALU_SUBI = 4'b0100,
						ALU_AND = 4'b0101,
						ALU_OR = 4'b0110,
						ALU_XOR = 4'b0111,
						ALU_SHIFT_RIGHT = 4'b1000,
						ALU_SHIFT_LEFT = 4'b1001;
  initial begin
    flag_carry = 0;
    flag_zero = 0;
	 alu_out = 8'b0;
  end
  always @(posedge clk) begin
    if (enable_alu) begin
      case (opcode)
        ALU_ADD: {flag_carry, alu_out} = in_a + in_b;
        ALU_ADC: {flag_carry, alu_out} = in_a + in_b + flag_carry;
        ALU_SUB: {flag_carry, alu_out} = in_a - in_b;
        ALU_ADDI: {flag_carry, alu_out} = in_a + shamp;
        ALU_SUBI: {flag_carry, alu_out} = in_a - shamp;
        ALU_AND: alu_out = in_a & in_b;
        ALU_OR:  alu_out = in_a | in_b;
        ALU_XOR: alu_out = in_a ^ in_b;
		  ALU_SHIFT_RIGHT: alu_out = in_a >> shamp;
		  ALU_SHIFT_LEFT: alu_out = in_a << shamp;
        default:  alu_out = 'hxx;
      endcase
      flag_zero = (alu_out == 0) ? 1 : 0;
    end
  end
endmodule
==> run.sh <==
#!/bin/bash
# OpenROAD 26Q1-2900-gdf79404cd8, Yosys 0.63+post, stock flow scripts
make -C /OpenROAD-flow-scripts/flow DESIGN_CONFIG=/design/flow/config.mk WORK_HOME=/design/flow/orfs finish
==> results.py <==
# Metrics from the implementation run
metrics = {
    "run_status": {
        "status": "complete, no violations",
    },
    "detailed_routing": {
        "detail_route.wl_per_cell_um": 17.7,
        "wl_mm": 10.7,
        "drt_iter0_drc": 302,
        "route.detailed.drc": 0,
        "vias": 3515,
        "final_antenna_net_count": 0,
        "firstDrtPassIters": 5,
        "diodes": 0,
        "vias_per_cell": 5.82,
    },
    "worst_hold_path": {
        "hp-start": "flag_carry",
        "min_path_type": "reg -> reg",
    },
    "sta": {
        "worst_slew_pin_slew_ns": 0.848,
        "fmax_mhz": 217,
        "finalCritPeriodShare": 0.853,
        "slew_headroom": 0.433,
        "slew_violations": 0,
        "rsz0062_at_grt": "false",
        "clock_skew_ns": 0.000188,
        "finalSetupTns_ns": 0,
        "finalSetupViolations": 0,
        "whs_ns": 1.32,
        "final_hold_viol_count": 0,
        "timing.final.crit_period_ns": 4.61,
    },
    "synthesis": {
        "synth.distinct_cells": 85,
        "top_area_cell": "ha_1",
        "synth_seq_share": 0.0866,
        "syn_avg_cell_area_um2": 7.99,
        "yosys_area_mm2": 0.00347,
        "synth_top_area_share": 0.152,
        "synth_stat.cells": 434,
        "edf_count": 10,
        "ys_warn_count": 1,
        "ys.flops": 10,
        "netlist_area_mm2": 0.00347,
        "area_leaders": "ha_1 (15%), edfxtp_1 (8.7%), mux4_2 (6.5%), inv_1 (4.8%), mux2i_1 (3.5%)",
        "synthFlopType": "edfxtp_1",
        "syn_inst": 434,
        "synthArstFlopShare": 0,
    },
    "setup_path": {
        "crit_chain": "clkdlybuf4s50_1 -> ha_1 -> fa_1 -> a211oi_2 -> nor2_4 -> xnor2_2 -> or4_4 -> nor3b_1 -> o31a_1 -> or4_1 -> a211oi_2",
        "path_delay_family": "simple AND/OR/NAND/NOR gates",
        "startpoint_type": "input port",
        "reg2reg_to": "flag_zero",
        "critPathArrivalTime_ns": 4.68,
        "critPathCaptureType": "flop",
        "crit_cells": 11,
        "ff2ff_path_depth": 8,
        "worst-path-max-fanout": 7,
        "slowest_delay_ns": 0.57,
        "endpoint": "flag_zero",
        "path_class": "in -> reg",
        "regToRegSetupSlack_ns": 2.58,
        "crit_top_cell": "a211oi_2",
        "crit_buf_inv": 1,
        "crit_start": "in_a[0]",
        "r2r_start": "flag_carry",
        "critPathSlowestCell": "or4_4",
        "critPathRequiredTime_ns": 5.47,
    },
    "finish": {
        "instances_no_fill": 604,
        "area_delta_synth_final_pct": 17.3,
        "final_cell_area_mm2": 0.00407,
        "fin_util": 0.369,
        "drive_gt1_frac": 0.119,
    },
    "power": {
        "peakVddDrop_mv": 0.165,
        "p_leak_nw": 1.64,
        "p_per_area_mw_per_mm2": 146,
    },
    "placed_design": {
        "dpl.hpwl_mm": 8.53,
        "portBuffers": 39,
        "dp.cells": 601,
        "place_area_mm2": 0.00399,
        "finalWeightedCongestion": 0.955,
    },
    "cts": {
        "clk_pin_slew_worst_paths_ns": 0.04,
        "cts_htree_levels": 1,
        "cts_max_path_buffers": 2,
        "clock-sinks": 10,
        "root_buffer": "clkbuf_16",
        "cts_tree": "built",
        "cts_hold_buf": 0,
        "post_cts_resized": 0,
        "insertion_delay_ns": 0.23,
        "numCtsBuffers": 3,
        "cts_setup_buffers": 0,
    },
    "floorplanning": {
        "dieArea_mm2": 0.0120,
        "initial_core_util": 0.314,
        "core_mm2": 0.0110,
        "ioPinCount": 40,
        "placementRows": 38,
        "die_height_um": 110,
        "die_x_um": 110,
    },
    "global_routing": {
        "grt-ovfl-total": 0,
        "grt_pass1_wl_mm": 16.7,
        "grt_max_degree": 31,
        "grt_pass1_vias": 3187,
        "antenna_found_initial": 0,
        "grt_util_all_layers": 0.185,
    },
    "run": {
        "warnings": 49,
        "maxCapViolCount": 0,
    },
}
==> metal layers <==
layer | global-route usage | up-vias | wire length, µm | share of wire
met5 | 0 | - | 0 | 0
met1 | 0.282 | 1651 | 5130 | 0.48
li1 | - | 1694 | - | -
met2 | 0.283 | 154 | 4540 | 0.42
met3 | 0.0278 | 16 | 815 | 0.076
met4 | 0.0324 | 0 | 195 | 0.018
==> metrics by stage <==
stage | setup WS, ns | power, mW
after floorplan | 1.28 | 0.347
after global placement | 0.627 | 0.463
after detailed placement | 0.567 | 0.465
after CTS | 0.780 | 0.593
after global routing | 0.537 | 0.635
final | 0.794 | 0.594
==> worst min-delay path, delay by kind of cell, from the launching register on <==
| family | cells | cell delay, ns |
|---|---|---|
| adder cells (fa/ha/maj) | 1 | 0.26 |
| AND/OR/NAND/NOR | 1 | 0.15 |
| AND-OR/OR-AND | 2 | 0.26 |
| flip-flops | 1 | 0.46 |
==> cells in the final DEF (no fill, tap or decap), types with 8 or more instances in the layout <==
master / n
edfxtp_1: 10
nor2b_1: 8
nand2b_1: 8
xnor2_1: 9
nand3_1: 15
o21ai_0: 21
mux2i_1: 12
buf_4: 13
a211oi_1: 9
a21oi_1: 17
inv_1: 44
mux4_2: 10
nand2_1: 22
nor3_1: 12
clkdlybuf4s50_1: 39
ha_1: 42
nor2_1: 32
==> sequential cells by signal, summed over array words and instances, names as in the netlist <==
name and cells:
flag_zero 1, alu_out 8, flag_carry 1
==> logic make-up (layout without fill, tap and decap cells) <==
logic type,count (synthesis),after routing,share of synthesized area
flops,10,10,0.0866
compound gates,127,127,0.270
mux,25,25,0.109
buf+inv,70,100,0.0888
simple gates,142,142,0.228
xor+xnor,14,14,0.0429
fa+ha+maj,46,46,0.175
==> synth_stat cells (5+ instances only) <==
| cell | n |
|---|---|
| inv_1 | 44 |
| ha_1 | 42 |
| nor2_1 | 32 |
| nand2_1 | 22 |
| o21ai_0 | 21 |
| a21oi_1 | 17 |
| nand3_1 | 15 |
| mux2i_1 | 12 |
| nor3_1 | 12 |
| edfxtp_1 | 10 |
| mux4_2 | 10 |
| a211oi_1 | 9 |
| buf_2 | 9 |
| xnor2_1 | 9 |
| clkbuf_1 | 8 |
| nand2b_1 | 8 |
| nor2b_1 | 8 |
| o21a_1 | 7 |
| o22ai_1 | 6 |
| a31oi_1 | 5 |
| nor3b_1 | 5 |
==> worst min-delay path by stage <==
stage	slack, ns	cells after the start	endpoint
CTS	1.29	4	alu_out[3]
finish	1.32	4	alu_out[3]
global route	1.37	4	alu_out[3]
==> area by class of cell <==
cell class | count | area, µm²
flip-flops and latches | 10 | 300
inverters | 45 | 169
well taps | 140 | 175
clock buffers | 3 | 75.1
repair buffers | 52 | 488
fillers | 1170 | 6960
multi-input cells | 354 | 2860
==> where the power goes <==
group	switching [mW]	total (mW)	internal (mW)
Sequential	0.00297	0.102	0.0994
Combinational	0.200	0.367	0.167
Clock	0.0293	0.125	0.0955
Total	0.232	0.594	0.362
Power figures rest on the tool's default switching activity, not on a simulated workload.
