### design/flow/design.v
module cpu_registers(
  input wire clk,
  input wire rst,
  input wire [7:0] data_in,
  input wire [3:0] rs,
  input wire [3:0] rt,
  input wire [3:0] rd,
  input wire enable_write,
  input wire output_enable,
  output wire [7:0] reg_a,
  output wire [7:0] reg_b,
  output reg [7:0]data_out
);
  reg [7:0] registers[0:15];
  initial
	begin
		registers[0] = 8'b0;
		registers[1] = 8'b0;
		registers[2] = 8'b0;
		registers[3] = 8'b0;
		registers[4] = 8'b0;
		registers[5] = 8'b0;
		registers[6] = 8'b0;
		registers[7] = 8'b0;
		registers[8] = 8'b0;
		registers[9] = 8'b0;
		registers[10] = 8'b0;
		registers[11] = 8'b0;
		registers[12] = 8'b0;
		registers[13] = 8'b0;
		registers[14] = 8'b0;
		registers[15] = 8'b0;
	end
  always @ (posedge clk) begin
  if(!rst)
  begin
    if (enable_write & ~output_enable)
      registers[rd] = data_in;
		else
		begin
		data_out = registers[rd];
		end
  end else
  begin
  		registers[0] = 8'b0;
		registers[1] = 8'b0;
		registers[2] = 8'b0;
		registers[3] = 8'b0;
		registers[4] = 8'b0;
		registers[5] = 8'b0;
		registers[6] = 8'b0;
		registers[7] = 8'b0;
		registers[8] = 8'b0;
		registers[9] = 8'b0;
		registers[10] = 8'b0;
		registers[11] = 8'b0;
		registers[12] = 8'b0;
		registers[13] = 8'b0;
		registers[14] = 8'b0;
		registers[15] = 8'b0;
  end
  end
  assign reg_a = registers[rs];
  assign reg_b = registers[rt];
endmodule
### design/flow/run.sh
#!/bin/bash
# OpenROAD 26Q1-2900-gdf79404cd8, Yosys 0.63+post, stock flow scripts
make -C /OpenROAD-flow-scripts/flow DESIGN_CONFIG=/design/flow/config.mk WORK_HOME=/design/flow/orfs finish
### design/flow/config.mk
export PLATFORM = sky130hd
export DESIGN_NAME = cpu_registers
export DESIGN_NICKNAME = cpu_registers
export VERILOG_FILES = /design/flow/design.v
export SDC_FILE = /design/flow/constraint.sdc
export NUM_CORES = 4
export LEC_CHECK = 1
export CORE_UTILIZATION = 50
### design/flow/constraint.sdc
current_design cpu_registers

set clk_period 2.5
set clk_io_pct 0.2

create_clock -name clk0 -period $clk_period [get_ports {clk}]

set non_clock_inputs [all_inputs -no_clocks]
set_input_delay [expr $clk_period * $clk_io_pct] -clock clk0 $non_clock_inputs
set_output_delay [expr $clk_period * $clk_io_pct] -clock clk0 [all_outputs]
==> deck_impl_summary.md <==
Flow Results at a Glance

Outcome
  – Result of the run: complete, no violations

Worst setup path
  – Register-to-Register Path Depth: 4
  – Worst Setup Path Type: in -> out
  – Total stage count of the critical path: 10
  – Number of buffer and inverter instances along the worst setup path: 5
  – Endpoint of the worst setup timing path: reg_b[7]
  – Crit path DRT: 2.00 ns
  – Register-to-register setup slack: 0.74 ns
  – Data arrival at the endpoint of the critical path: 1.99 ns
  – Critical path launch point type: input port
  – Delay contributed by the slowest stage of the critical path: 0.23 ns
  – Library cell contributing the largest single delay on the critical path: nor3_1
  – Crit path capture type: primary output
  – Start point of the critical path: rt[2]
  – Critical path, cell by cell: buf_6 -> buf_6 -> buf_4 -> nor2b_2 -> buf_4 -> a2bb2oi_1 -> a21oi_1 -> nor3_1 -> nor3_2 -> clkdlybuf4s15_1
  – Critical-path maximum fanout: 7
  – Worst reg2reg endpoint: data_out[6]
  – CP top delay family: buffers and inverters
  – Startpoint of the worst register-to-register path: registers[12][6]

Die
  – Die y size: 133 um
  – Top Ports: 48
  – Floorplan-stage core utilization: 51.6%
  – Area of the die: 17800 sq um
  – Number of standard-cell rows in the floorplan: 47
  – Core Region: 16700 sq um
  – Die Wd: 133 um

Logic synthesis
  – Share of the yosys chip area belonging to registers: 32.5%
  – Biggest area cells: dfxtp_1 30%, mux2i_1 11%, a21oi_1 6.2%
  – Average footprint of a synthesized cell: 7.91 sq um
  – Most instantiated flip-flop cell in the synthesis netlist: dfxtp_1
  – Proportion of register bits with asynchronous set or reset after synthesis: 0%
  – Post-synth tally of flip-flops with integrated enable: 8
  – Synth flops: 136
  – YS chip area: 8620 sq um
  – Synthesized area: 8620 sq um
  – Instance tally after logic synthesis: 1090
  – Synth cell types: 65
  – Warnings from Yosys: 2
  – Top-area cell type share of the netlist area: 29.7%
  – Leading area contributor after synthesis: dfxtp_1
  – Yosys cell count: 1090

Clocking
  – CTS sink count: 136
  – Bufs on Longest Clock Path: 2
  – H-tree depth: 4
  – Worst-skew pair later-pin latency: 0.43 ns
  – Clock-pin slew on the worst setup and hold paths: 0.07 ns
  – Clock Root Buffer: clkbuf_16
  – CTS buffer count: 17
  – TritonCTS clock tree: done

STA
  – Worst slew margin: 43.2%
  – Transition time at the pin with the least slew margin: 0.849 ns
  – Setup slack of the critical path after layout: 0.00710 ns
  – Time the final worst path needs with I/O delays and setup: 2.49 ns
  – Highest clock rate: 0.401 GHz
  – Final Cycle Share: 99.7%
  – Final number of max-transition violations: 0
  – Setup Skew: 0.00851 ns
  – Count of endpoints failing setup in the final report: 0
  – Hold Fails Final Rpt: 0
  – Setup repair after global routing missed its margin: true

Power and ir drop
  – Power per Cell Area: 489 nW/um^2
  – Part of the power in registers: 37.7%
  – Clk network pwr share: 44.1%
  – Final Total Pwr: 5.95 mW
  – IR Drop Worst-Case VDD: 0.488 mV
  – Switch Pwr: 1.82 mW
  – Switching share of total power: 30.6%
  – Combinational group share of total power: 18.3%
  – Leakage: 4.85 nW
  – Internal power: 4.13 mW

Place
  – # port buffers: 47
  – Post-place setup slack: -0.762 ns
  – Gp weighted congestion: 1.13
  – HPWL after detailed placement: 32500 um

Routing
  – Vias/cell: 6.96
  – Drt first pass iters: 8
  – Routed vias: 10640
  – Antenna fix cells: 0
  – Antenna Violating Nets Remaining: 0
  – Total Routed Length: 44800 um
  – Starting DRT DRC Count: 1335
  – DRC errors left: 0
  – WL per Instance: 29.3 um

Finish
  – Synth-to-Final Area Change: 41.1%
  – Commonest non-fill, non-tap cell in the layout: buf_4
  – Top Layout Cells: 195 x buf_4, 123 x nand2_1, 120 x dfxtp_1
  – Proportion of layout cells with a drive suffix above 1: 31.5%

Global route
  – GR Util All Layers: 52.7%
  – Met2 layer usage reported by global route: 71.4%
  – Global-route wire length before repair: 65600 um
  – Number of antenna violations at the first check in global routing: 0
  – Busiest metal layer after global routing: met2
  – Number of global-route vias before repair: 10126
  – GR Layer Usage met1: 70.3%
  – Pin count of the biggest net entering global routing: 129
  – Total global routing overflow: 0
  – Met3 track demand over resource in global routing: 25.8%

Worst hold path
  – Type of the worst min-delay path: reg -> reg

Run
  – OpenROAD warning count: 29
  – Maxcap violations: 0
-- worst min-delay path by stage --
stage,slack (ns),from,cells after the start,end
after global routing,0.53,rst,2,data_out[5]
after CTS,0.50,registers[10][0],2,registers[10][0]
final,0.51,registers[10][0],2,registers[10][0]
-- power groups by stage --
stage | Sequential [mW] | Combinational (mW) | Clock [mW]
final | 2.24 | 1.09 | 2.62
after global routing | 2.24 | 1.12 | 2.73
after CTS | 2.24 | 1.02 | 2.61
-- kinds of logic after synthesis --
kind of cell           share of synthesized area, %
muxes                                          15.3
and+or+nand+nor                                22.6
AOI/OAI and AO/OA                              23.5
DFF                                            32.5
buffers and inverters                          6.08
-- worst min-delay path, cell delays in order (launching register included) --
cell     delay [ns]
dfxtp_2        0.36
nand2_1        0.06
a21oi_1        0.05
-- Yosys cell counts (5+ instances only) --
master,count
dfxtp_1,128
nand2_1,125
a21oi_1,106
mux2i_1,95
nor2_1,95
nand3_1,87
clkbuf_1,45
o21ai_0,43
buf_2,41
a22oi_1,36
nor2b_1,34
mux2_2,20
nor3_1,17
a22o_1,16
o22ai_1,16
a31oi_1,14
a221oi_1,12
buf_4,12
nand2b_1,12
a211oi_1,9
a221o_1,8
edfxtp_1,8
inv_1,7
and2_1,6
and3_1,6
mux4_2,5
o211ai_1,5
-- layout make-up --
| type | count | area [sq um] |
|---|---|---|
| Clock buffer | 17 | 425 |
| Clock inverter | 15 | 179 |
| Fill cell | 1184 | 4540 |
| Inverter | 11 | 41.3 |
| Multi-Input combinational cell | 842 | 5750 |
| Sequential cell | 136 | 2810 |
| Tap cell | 220 | 275 |
| Timing Repair Buffer | 287 | 2680 |
-- metrics by stage --
stage / instances / util, % / setup TNS [ns] / area [sq um] / hold WS, ns
floorplan: 1090 / - / 0 / 8620 / 0.453
global placement: 1460 / 63.7 / -13.07 / 10600 / 0.491
detailed placement: 1460 / 63.7 / -13.20 / 10600 / 0.497
CTS: 1526 / 72.0 / -0.0719 / 12000 / 0.503
global route: 1528 / 72.8 / -0.0708 / 12200 / 0.527
finish: 1528 / 72.8 / 0 / 12200 / 0.508
-- registers in the layout, summed over array words and instances, names as in the netlist --
name and flops:
data_out 8, registers 128
-- layer usage --
metal | vias to the layer above | share of wire (%) | wire, um
li1 | 4417 | - | -
met1 | 4985 | 36 | 16100
met2 | 989 | 40 | 17800
met3 | 249 | 17 | 7740
met4 | 0 | 7.1 | 3190
met5 | - | 0 | 0
-- timing repair --
item / in CTS / in global routing
hold buffers: 0 / 0
setup buffers: 33 / 3
pin swaps: 50 / 32
hold endpoints to repair: 0 / 0
endpoints found under the setup margin: 16 / 15
resized: 178 / 40
gates cloned: 3 / 0
Power and IR drop assume default switching activity.
